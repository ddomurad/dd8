===== design.v =====
module dma(
  input wire reg_clk,
  input wire [3:0] reg_addr,
  input wire [7:0] reg_data, 
  input wire reg_cs, 
  input wire reg_we,
  output wire reg_wait,
  input wire v_clk,
  inout wire [16:0] v_addr,
  inout wire [7:0] v_data,
  output wire v_re,
  output wire v_we,
  input wire v_blank,
  input wire [7:0] row_cnt,
  input wire [8:0] col_cnt,
  input wire cnt_done
);
localparam REG_SRCOFF_0 = 4'h0,
           REG_SRCOFF_1 = 4'h1,
           REG_SRCOFF_2 = 4'h2,
           REG_DSTOFF_0 = 4'h3,
           REG_DSTOFF_1 = 4'h4,
           REG_DSTOFF_2 = 4'h5,
           REG_FILL = 4'h9,
           REG_CTRL = 4'ha
           ;
reg [16:0] _src_offset;
reg [16:0] _dst_offset;
reg [7:0] _fill_color;
reg _fill_reg;
reg _run_reg;
reg _sub_state;
reg [7:0] _src_data;
wire [16:0] _v_addr;
wire [7:0] _src_row_addr;
wire [8:0] _src_col_addr;
wire [16:0] _v_src_addr;
wire [16:0] _v_dst_addr;
assign reg_wait = reg_cs & _run_reg;
assign v_addr = _run_reg & v_blank ? _v_addr : 17'bz;
assign v_data = _run_reg & _sub_state & v_blank ? _src_data : 8'bz;
assign v_re = _run_reg & v_blank & ~_sub_state;  
assign v_we = _run_reg & v_blank & _sub_state;
assign _src_row_addr = _src_offset[7:0] + row_cnt;
assign _src_col_addr = _src_offset[16:8] + col_cnt;
assign _v_src_addr = { _src_col_addr, _src_row_addr };
assign _v_dst_addr = _v_src_addr + _dst_offset;
assign _v_addr = _sub_state ? _v_src_addr : _v_dst_addr;
always @ (posedge (reg_clk | v_clk)) begin 
  if (reg_cs && reg_we && reg_addr == REG_CTRL) begin
    _run_reg = reg_data[1];
  end else begin 
    if(cnt_done) begin  
      _run_reg = 0;
    end
  end
end
always @ (posedge reg_clk) begin 
  if (reg_cs & reg_we) begin
    case (reg_addr)
      REG_SRCOFF_0: _src_offset[7:0] <= reg_data;
      REG_SRCOFF_1: _src_offset[15:8] <= reg_data;
      REG_SRCOFF_2: _src_offset[16] <= reg_data[0];
      REG_DSTOFF_0: _dst_offset[7:0] <= reg_data;
      REG_DSTOFF_1: _dst_offset[15:8] <= reg_data;
      REG_DSTOFF_2: _dst_offset[16] <= reg_data[0];
      REG_FILL: _fill_color <= reg_data;
      REG_CTRL: begin 
        _fill_reg <= reg_data[0];
      end
      default: ;
    endcase
  end
end
always @ (posedge v_clk) begin 
  if (_run_reg & v_blank) begin
    if(_sub_state) begin 
      _src_data = v_data;
    end
    _sub_state = ~_sub_state;
  end else if (~_run_reg) begin
    _sub_state = 0;
  end
end
endmodule

===== run.sh =====
#!/bin/bash
# OpenROAD 26Q1-2900-gdf79404cd8, Yosys 0.63+post, stock flow scripts
make -C /OpenROAD-flow-scripts/flow DESIGN_CONFIG=/design/flow/config.mk WORK_HOME=/design/flow/orfs finish

===== config.mk =====
export PLATFORM = sky130hd
export DESIGN_NAME = dma
export DESIGN_NICKNAME = dma
export VERILOG_FILES = /design/flow/design.v
export SDC_FILE = /design/flow/constraint.sdc
export NUM_CORES = 4
export LEC_CHECK = 1
export CORE_UTILIZATION = 30

===== constraint.sdc =====
current_design dma

set clk_period 15.9
set clk_io_pct 0.2

create_clock -name clk0 -period $clk_period [get_ports {reg_clk}]
create_clock -name clk1 -period $clk_period [get_ports {v_clk}]

set non_clock_inputs [all_inputs -no_clocks]
set_input_delay [expr $clk_period * $clk_io_pct] -clock clk0 $non_clock_inputs
set_output_delay [expr $clk_period * $clk_io_pct] -clock clk0 [all_outputs]

==> impl_metrics.tcl <==
# yosys + openroad results
set metrics [dict create \
    dieArea_um2 9610 \
    antennaDiodeCount 0 \
    route.detailed.drc 0 \
    cts-resized-gates 0 \
    grtUsageTotal_pct 13.9 \
    dr.pass1.iters 15 \
    yosysTopAreaCell "edfxtp_1" \
    ys_chip_area_um2 2770 \
    top_area_share_pct 39.1 \
    max_slew.worst_pin.slew_ns 0.741 \
    ys_sh_adder_pct 16.6 \
    simple_gate_area_share_pct 10.3 \
    postSynthSeqShare_pct 39.1 \
    setup_tns_ns 0 \
    dp_hpwl_mm 4.99 \
    yosysCellCount 258 \
    rows 34 \
    crit_chain "clkdlybuf4s50_1 -> ha_1 -> fa_1 -> a21o_1 -> a21oi_1 -> o21bai_1 -> a21oi_1 -> xnor2_1 -> ha_1 -> o21ai_0 -> nand2b_1 -> o2111a_1 -> o31ai_2 -> mux2i_1 -> xnor2_1" \
    finalHoldViolations 0 \
    synth-edff-count 36 \
    area_leaders "edfxtp_1 (39%), ha_1 (14%), xnor2_1 (5.4%), a21oi_1 (3.8%), o21ai_0 (3.1%)" \
    regArea_um2 1080 \
    final_cell_mix "edfxtp_1 (36), clkdlybuf4s50_1 (36), ha_1 (32), a21oi_1 (21), nand2_1 (18)" \
    grt_overflow 0 \
    crit_path_max_incr_delay_ns 0.41 \
    io_buffers 36 \
    fp.dieW_um 98.1 \
    drt-vias-per-instance 4.93 \
    irDropWorstVdd_mv 0.0589 \
    coreArea_um2 8810 \
    drt_iter0_drc 70 \
    grt_pass1_vias 2042 \
    antenna_found_initial 0 \
    cap_violations 0 \
    cp_data_arrival_time_ns 6.72 \
    path_max_fanout 5 \
    netlist_logic_family_top "AND-OR/OR-AND gates" \
    xor_area_share_pct 8.23 \
    ys_sh_aoi_pct 19.8 \
    gp_congestion 0.873 \
    grt_pass1_wl_mm 9.94 \
    crit_slowest_cell "clkdlybuf4s50_1" \
    setup_viol 0 \
    dp_slack_ns 6.00 \
    end_kind "output port" \
    ios 63 \
    maxSlewHeadroom_pct 50.4 \
    fill_cells 830 \
    fin_skew_ns 0.0147 \
    vias 2052 \
    syn_area_per_cell_um2 10.7 \
    antenna_left 0 \
    async_flop_share_pct 0 \
    syn_to_final_growth_pct 24.1 \
    fp-utilization_pct 31.4 \
    warnings 28 \
    ys.flops 36 \
    cp.required_ns 12.72 \
    drt_wl_total_mm 6.23 \
    outcome "finished clean" \
    reg_top3 "_dst_offset: 17 flops, _src_offset: 17 flops" \
    yosysWarnings 3 \
    path_class "in -> out" \
    hp-class "reg -> reg" \
    mi_logic_area_um2 1620 \
    wire_per_inst_um 15.0 \
    mux_share_pct 2.40 \
    syn_inst 258 \
    synth_area_um2 2770 \
    cp-start-kind "input port" \
    drive_gt1_share_pct 11.0 \
    clkTransAtPathRegs_ns 0.03 \
    synthFlopType "edfxtp_1" \
    die_h_um 98.1 \
    fin_ws_ns 6.00 \
    cts_setup_buffers 0 \
    hold_buffers 0 \
    synthDistinctLibCells 51 \
    maxSlewViolCount 0 \
    p_leak_nw 1.33 \
    rsz0062_at_grt "false" \
    powerDensity_nw_per_um2 85.6 \
    grt_start_max_net_pins 19 \
    cts_tree "yes" \
]
-- critical path, delay by kind of cell --
kind | cells | cell delay [ns]
AOI/OAI and AO/OA | 7 | 1.39
adders and majority gates | 3 | 1.00
buffers and inverters | 1 | 0.41
xor gates and xnor gates | 2 | 0.34
muxes | 1 | 0.29
and+or+nand+nor | 1 | 0.11
-- synthesized netlist by cell type, drive strengths merged (3+ instances only) --
library cell,count
o21ai,19
nand2,18
mux2,5
o21bai,3
clkbuf,3
xor2,9
a21o,9
nor2,16
xnor2,17
buf,8
inv,7
fa,3
edfxtp,36
o211ai,3
nand2b,3
nor3,3
a211oi,3
o21a,4
a21oi,21
ha,32
and2,3
-- report_power, final --
group	internal [mW]	leakage (nW)	switching (mW)	total, mW
registers	0.106	0.327	0.00127	0.107
logic	0.0376	0.907	0.0380	0.0756
clock network	0.0739	0.0962	0.0373	0.111
total	0.218	1.33	0.0766	0.294
-- routing by layer --
| layer | vias up | track usage, % | wire [um] |
|---|---|---|---|
| li1 | 1061 | - | - |
| met1 | 927 | 19.0 | 2840 |
| met2 | 58 | 22.9 | 2950 |
| met3 | 6 | 3.78 | 324 |
| met4 | 0 | 2.80 | 103 |
| met5 | - | 0 | 0 |
-- worst paths after layout --
kind / startpoint / endpoint / slack, ns / depth (start not counted)
setup / recovery: row_cnt[0] / v_addr[16] / 6.00 / 15
hold reg to reg: _run_reg / _sub_state / 0.65 / 1
hold / removal: _run_reg / _sub_state / 0.65 / 1
min in group clk0: reg_data[3] / _dst_offset[3] / 3.46 / 1
setup reg to reg: _sub_state / _sub_state / 14.98 / 1
max in group clk1: reg_cs / _run_reg / 11.53 / 4
-- stage by stage --
| stage | area, um2 | power [mW] | cells | hold WS [ns] | utilization [%] |
|---|---|---|---|---|---|
| floorplan | 2790 | 0.164 | 265 | 0.577 | - |
| global placement | 3240 | 0.187 | 401 | 0.664 | 36.8 |
| detailed placement | 3240 | 0.188 | 401 | 0.666 | 36.8 |
| CTS | 3430 | 0.299 | 416 | 0.664 | 39.0 |
| global route | 3430 | 0.312 | 416 | 0.681 | 39.0 |
| finish | 3430 | 0.294 | 416 | 0.647 | 39.0 |
-- cell families (layout without fill, tap and decap cells) --
logic type               count (synthesis)  in the layout
adder cells (fa/ha/maj)                 35             35
multiplexers                             6              6
buffers and inverters                   18             61
AND/OR/NAND/NOR                         58             58
flip-flops                              36             36
other                                    1              8
XOR/XNOR                                26             26
AND-OR/OR-AND                           78             78
-- cell type report --
class / instances / share of cell area (%)
inverters: 7 / 0.765
repair buffers: 39 / 11.1
flip-flops and latches: 36 / 31.5
multi-input cells: 211 / 47.0
well taps: 108 / 3.93
clock inverters: 2 / 0.437
clock buffers: 13 / 5.21
Power figures rest on the tool's default switching activity, not on a simulated workload.
