==> design/flow/design.v <==
module GfxDma(
  input i_clk,   
  input i_clk2,  
  input i_clk3,  
  input i_src_ce_b,             
  inout io_src_we_b,            
  inout [12:0] io_src_addr,     
  output [1:0] o_src_ram_page,  
  inout [7:0] i_src_data,       
  output o_dst_we_b,         
  output [15:0] o_dst_addr,  
  output [7:0] o_dst_data,   
  input i_free_vbus,  
  output o_addr_sel,   
  output o_active    
);
 localparam CTRL_ADDR_SRC_ADDR_L = 3'h0,   
            CTRL_ADDR_SRC_ADDR_H = 3'h1,   
            CTRL_ADDR_DST_ADDR_L = 3'h2,   
            CTRL_ADDR_DST_ADDR_H = 3'h3,   
            CTRL_ADDR_WIDTH = 3'h4,        
            CTRL_ADDR_HEIGHT = 3'h5,       
            CTRL_ADDR_MASK = 3'h6,         
            CTRL_ADDR_STATE = 3'h7;        
 localparam CFG_CPY_NON_ZERO = 1'b0,  
            CFG_CPY_ALL = 1'b1;       
  reg reg_active;                     
  reg reg_active_clk1;                
  reg reg_active_clk2;                
  reg reg_free_vbus;                  
  reg reg_ctrl_config;                
  reg [1:0]  reg_ctrl_data_mask;      
  reg [4:0]  reg_ctrl_cpy_x_mask;     
  reg [2:0]  reg_ctrl_cpy_y_mask;     
  reg [7:0]  reg_ctrl_src_x_origin;   
  reg [4:0]  reg_ctrl_src_y_origin;   
  reg [1:0]  reg_ctrl_src_ram_page;   
  reg [7:0]  reg_ctrl_dst_x_origin;   
  reg [7:0]  reg_ctrl_dst_y_origin;   
  reg [7:0]  reg_ctrl_width;          
  reg [7:0]  reg_ctrl_height;         
  reg [7:0]  reg_x_cnt;               
  reg [7:0]  reg_y_cnt;               
  reg [12:0] reg_src_addr;            
  reg [15:0] reg_dst_addr_hold;       
  reg [7:0]  reg_dst_data_hold;       
  wire [15:0] dst_addr_offset;   
  wire dst_out_enabled;          
  wire skip_cpy;                 
  initial begin
    reg_active = 1'b0;
    reg_active_clk1 = 1'b0;
    reg_active_clk2 = 1'b0;
    reg_free_vbus = 1'b0;
    reg_ctrl_config = 1'b0;
    reg_ctrl_data_mask = 2'h0;
    reg_ctrl_cpy_x_mask = 5'h1f;
    reg_ctrl_cpy_y_mask = 3'h7;
    reg_ctrl_src_x_origin = 8'h00;
    reg_ctrl_src_y_origin = 5'h00;
    reg_ctrl_src_ram_page = 2'h0;
    reg_ctrl_dst_x_origin = 8'h00;
    reg_ctrl_dst_y_origin = 8'h00;
    reg_ctrl_width = 8'h00;
    reg_ctrl_height = 8'h00;
    reg_x_cnt = 8'h0;
    reg_y_cnt = 8'h0;
    reg_src_addr = 13'h00;
    reg_dst_addr_hold = 16'h00;
    reg_dst_data_hold = 8'haa;
  end
  assign dst_out_enabled = reg_active_clk2 && reg_free_vbus;  
  assign skip_cpy = reg_ctrl_config == CFG_CPY_NON_ZERO && reg_dst_data_hold  == 8'h00;  
  assign #(8/3) io_src_addr = reg_active_clk1 ? reg_src_addr : 13'hz; 
  assign #(8/3) o_src_ram_page = reg_active_clk1 ? reg_ctrl_src_ram_page : 2'hz;
  assign #(15/3) io_src_we_b = reg_active_clk1 ? 1'h1 : 1'hz; 
  assign dst_addr_offset = {reg_ctrl_dst_y_origin - reg_y_cnt, reg_ctrl_dst_x_origin - reg_x_cnt};  
  assign #(0) o_dst_addr =  reg_dst_addr_hold;
  assign #(0) o_dst_data = dst_out_enabled && !i_clk3 ? reg_dst_data_hold  : 8'hz;
  assign #(18/3) o_dst_we_b = ~dst_out_enabled || skip_cpy || i_clk2 ;   
  assign #(8/3) o_active = reg_active;
  assign #(15/3) o_addr_sel = reg_free_vbus;
  always @ (posedge i_clk)  begin
    reg_free_vbus <= i_free_vbus;
    reg_active_clk2 <= reg_active_clk1;
    reg_active_clk1 <= reg_active;
    if (reg_active_clk1 && i_free_vbus) begin 
      #(8/3) reg_dst_addr_hold <= dst_addr_offset;   
      #(8/3) reg_dst_data_hold <= i_src_data | {reg_ctrl_data_mask, 6'h00};   
      if (reg_y_cnt == 8'h00)  begin  
        #(12/3) reg_y_cnt = reg_ctrl_height;
        #(28/3) reg_x_cnt <= reg_x_cnt - 1'h1;
        #(12/3) reg_src_addr[12:8] <= reg_ctrl_src_y_origin;
        #(12/3) reg_src_addr[7:0] <= (reg_src_addr[7:0] + 1'h1) & {1'b1, reg_ctrl_cpy_x_mask[4:1], 2'b11, reg_ctrl_cpy_x_mask[0]}; 
        if (reg_x_cnt == 8'hff) begin  
          reg_active_clk1 <= 1'h0;
          reg_active <= 1'h0;
        end
      end else begin
        #(21/3) reg_y_cnt <= reg_y_cnt - 1'h1; 
        #(12/3) reg_src_addr[12:8] <= (reg_src_addr[12:8] + 1'h1) & {reg_ctrl_cpy_y_mask[2], reg_ctrl_cpy_y_mask[1], 2'b11, reg_ctrl_cpy_y_mask[0]};
      end
    end else if (~i_src_ce_b && ~io_src_we_b) begin
       case (io_src_addr[2:0])
         CTRL_ADDR_SRC_ADDR_L: reg_ctrl_src_x_origin <= i_src_data;
         CTRL_ADDR_SRC_ADDR_H:  begin
           reg_ctrl_src_y_origin <= i_src_data[4:0];
           reg_ctrl_src_ram_page <= i_src_data[6:5];
         end
         CTRL_ADDR_DST_ADDR_L: reg_ctrl_dst_x_origin <= i_src_data;
         CTRL_ADDR_DST_ADDR_H: reg_ctrl_dst_y_origin <= i_src_data;
         CTRL_ADDR_WIDTH: reg_ctrl_width <= i_src_data;
         CTRL_ADDR_HEIGHT: reg_ctrl_height <= i_src_data;
         CTRL_ADDR_MASK: begin
           reg_ctrl_cpy_x_mask <= i_src_data[4:0];
           reg_ctrl_cpy_y_mask <= i_src_data[7:5];
         end
         CTRL_ADDR_STATE: begin
           reg_x_cnt <= reg_ctrl_width;
           reg_y_cnt <= reg_ctrl_height;
           reg_src_addr[7:0] <= reg_ctrl_src_x_origin;
           reg_src_addr[12:8] <= reg_ctrl_src_y_origin;
           reg_ctrl_config <= i_src_data[0];
           reg_ctrl_data_mask <= i_src_data[2:1];
           reg_active <= 1'h1;
         end
       endcase
     end 
  end
endmodule
==> design/flow/run.sh <==
#!/bin/bash
# OpenROAD 26Q1-2900-gdf79404cd8, Yosys 0.63+post, stock flow scripts
make -C /OpenROAD-flow-scripts/flow DESIGN_CONFIG=/design/flow/config.mk WORK_HOME=/design/flow/orfs finish
==> design/flow/config.mk <==
export PLATFORM = sky130hd
export DESIGN_NAME = GfxDma
export DESIGN_NICKNAME = GfxDma
export VERILOG_FILES = /design/flow/design.v
export SDC_FILE = /design/flow/constraint.sdc
export NUM_CORES = 4
export LEC_CHECK = 1
export CORE_UTILIZATION = 40
==> design/flow/constraint.sdc <==
current_design GfxDma

set clk_period 3.8
set clk_io_pct 0.2

create_clock -name clk0 -period $clk_period [get_ports {i_clk}]

set non_clock_inputs [all_inputs -no_clocks]
set_input_delay [expr $clk_period * $clk_io_pct] -clock clk0 $non_clock_inputs
set_output_delay [expr $clk_period * $clk_io_pct] -clock clk0 [all_outputs]
==> flow_summary.rst <==
Implementation results
======================

.. list-table::
   :header-rows: 1

   * - Metric
     - Value
   * - Status
     - did not finish
   * - Stage reached
     - clock tree synthesis (4_1_cts)
   * - Tool error
     - [error] [KeplerFormal.cpp:679] Workflow failed: Iso has multiple drivers: .io_src_addr0, io_src_addr[0]$_SDFFCE_PN0P_.Q0
   * - Count of port buffers added during placement
     - 29
   * - Total of warnings raised by yosys
     - 5
   * - Buffer depth of the longest clock path
     - 2
   * - Cell area after synthesis
     - 2411 µm²
   * - Sequential cell area fraction in the yosys report
     - 69.75%
   * - Synth cell types
     - 32
   * - Share of synthesized registers carrying an async set or reset
     - 0%
   * - Total of cells resized after clock tree synthesis
     - 0
   * - Starting density of the core
     - 42.74%
   * - Number of buffers added by the clock tree synthesis step
     - 9
   * - Yosys stat chip area
     - roughly 2400 µm²
   * - Post-detail-place hpwl
     - 2702 µm
   * - Endpoints left unconstrained
     - 8
   * - Worst Setup Slack post-DPL
     - ~1.0 ns
   * - Number of top-level pins
     - about 56
   * - Cell area after placement
     - 2793 µm²
   * - Clock root buffer
     - clkbuf_8
   * - Top cells by area in the synthesized netlist
     - edfxtp_1 (67%), xnor2_1 (3.3%), nor2_1 (3.1%)
   * - Setup Fix Bufs, Post-CTS
     - 0
   * - Registers, synthesis
     - 57
   * - Clock Sinks
     - 57
   * - Proportion of netlist area held by the largest area contributor
     - 67.25%
   * - Mean post-synth cell area
     - ~13 µm²
   * - Core Rows
     - 27
   * - Die boundary height
     - 79.64 µm
   * - Count of library flops with an enable pin
     - 54
   * - Die width
     - 79.64 µm
   * - Primary flip-flop cell chosen by synthesis mapping
     - edfxtp_1
   * - Post-CTS Hold Buffers
     - 0
   * - Cell type with the highest aggregate area in the netlist
     - edfxtp_1
   * - # Cells Yosys
     - 179
   * - Count of mapped cells out of synthesis
     - 179
   * - Placer's final routability congestion estimate
     - 0.7934
   * - # H-tree levels
     - 3
[cells in the mapped netlist, types with 3 or more instances]
cell type and instances:
edfxtp_1 54, nor2_1 20, a21oi_1 11, xnor2_1 9
inv_1 7, nand2_1 7, o21ai_0 7, nand3_1 6
or3_1 6, ha_1 5, or4_1 5, xor2_1 5
and2_1 4, buf_4 3, clkbuf_1 3, dfxtp_1 3
nor3_1 3, nor4_1 3, o31ai_1 3
[cells by family after synthesis]
kind of cell,share of synthesized area (%)
flops,69.75
other cells,0.3115
simple gates,14.22
fa+ha+maj,2.595
compound gates,5.397
xor+xnor,5.086
buf+inv,2.647
[per-stage QoR]
step,instances,util (%),total power (µW)
after detailed placement,278,49.50,809.7
after global placement,278,49.50,806.7
after floorplan,180,-,771.1
No activity file was given, so power comes from the tool's default toggle rates.
