## design/flow/run.sh

```bash
#!/bin/bash
# OpenROAD 26Q1-2900-gdf79404cd8, Yosys 0.63+post, stock flow scripts
make -C /OpenROAD-flow-scripts/flow DESIGN_CONFIG=/design/flow/config.mk WORK_HOME=/design/flow/orfs finish
```

## design/flow/config.mk

```make
export PLATFORM = sky130hd
export DESIGN_NAME = GfxVga
export DESIGN_NICKNAME = GfxVga
export VERILOG_FILES = /design/flow/design.v
export SDC_FILE = /design/flow/constraint.sdc
export NUM_CORES = 4
export LEC_CHECK = 1
export CORE_UTILIZATION = 40
```

## design/flow/constraint.sdc

```tcl
current_design GfxVga

set clk_period 3.7
set clk_io_pct 0.2

create_clock -name clk0 -period $clk_period [get_ports {i_clk}]
create_clock -name clk1 -period $clk_period [get_ports {i_ctrl_we_b}]

set non_clock_inputs [all_inputs -no_clocks]
set_input_delay [expr $clk_period * $clk_io_pct] -clock clk0 $non_clock_inputs
set_output_delay [expr $clk_period * $clk_io_pct] -clock clk0 [all_outputs]
```

## design/flow/design.v

```verilog
module GfxVga (
  input wire         i_clk,  
  input wire         i_ctrl_ce_b,   
  input wire         i_ctrl_re_b,    
  input wire         i_ctrl_we_b,    
  input wire  [1:0]  i_ctrl_addr,   
  inout wire  [7:0]  io_ctrl_data,   
  output wire [15:0] o_vaddr,      
  input wire  [7:0]  i_vdata,      
  output wire        o_enabled_b,         
  output wire        o_frame_start_b,     
  output wire        o_frame_progress_b,  
  output wire        o_frame_end_b,       
  output wire        o_free_vbus,         
  output wire        o_vga_out_b,         
  output wire        o_vga_latch,         
  output wire [7:0]  o_pixel_data,        
  output wire [1:0]  o_palette,           
  output wire        o_hsync,             
  output wire        o_vsync              
);
  localparam H_CENTER_SHIFT    = 10'd64;   
  localparam H_CNT_RST         = 10'd799;  
  localparam V_CNT_RST         = 10'd525;  
  localparam HSYNC_START       = 10'd656;  
  localparam HSYNC_END         = 10'd752;  
  localparam VSYNC_START       = 10'd490;  
  localparam VSYNC_END         = 10'd492;  
  localparam ACTIVE_H_END      = 10'd515;  
  localparam ACTIVE_V_END      = 10'd480;  
  localparam FRAME_START_LINE  = 10'd000;  
  localparam FRAME_END_LINE    = 10'd480;  
  localparam VGA_OUT_START     = 10'd68;   
  localparam VGA_OUT_END       = 10'd579;  
  localparam CTRL_ADDR_STATUS  = 2'b00;  
  localparam CTRL_ADDR_X_SHIFT = 2'b01;  
  localparam CTRL_ADDR_Y_SHIFT = 2'b10;  
  localparam CTRL_ADDR_PALETTE = 2'b11; 
  localparam CTRL_ENABLE     = 2'b00;  
  localparam CTRL_DOUBLE_RES = 2'b01;  
  reg [1:0] reg_ctrl_status;   
  reg [7:0] reg_ctrl_x_shift;  
  reg [7:0] reg_ctrl_y_shift;  
  reg [1:0] reg_ctrl_palette;  
  reg [9:0] reg_h_cnt;  
  reg [9:0] reg_v_cnt;  
  reg [7:0] reg_vdata;  
  wire ctrl_enable;      
  wire ctrl_double_res;  
  wire h_cnt_rst;  
  wire v_cnt_rst;  
  wire active;
  wire [9:0] h_cnt_shifted;   
  wire [15:0] vaddr;          
  wire [15:0] vaddr_shifted;  
  wire [7:0] dbr_pixel;         
  wire [7:0] dbr_pixel0, dbr_pixel1, dbr_pixel2, dbr_pixel3; 
  assign ctrl_enable     = reg_ctrl_status[CTRL_ENABLE];
  assign ctrl_double_res = reg_ctrl_status[CTRL_DOUBLE_RES];
  assign h_cnt_rst = (reg_h_cnt == H_CNT_RST);
  assign v_cnt_rst = (reg_v_cnt == V_CNT_RST);
  assign h_cnt_shifted = reg_h_cnt - H_CENTER_SHIFT;
  assign #(17/3) o_hsync = (reg_h_cnt < HSYNC_START) || (reg_h_cnt >= HSYNC_END);
  assign #(17/3) o_vsync = (reg_v_cnt < VSYNC_START) || (reg_v_cnt >= VSYNC_END);
  assign #(17/3) o_enabled_b = !ctrl_enable; 
  assign active = (h_cnt_shifted < ACTIVE_H_END) && (reg_v_cnt < ACTIVE_V_END);
  assign #(19/3) o_free_vbus = ~active || reg_h_cnt[0];
  assign vaddr = ctrl_double_res ? {reg_v_cnt[8:0], h_cnt_shifted[8:2]} : {reg_v_cnt[8:1], h_cnt_shifted[8:1]};
  assign vaddr_shifted = {(vaddr[15:8] + reg_ctrl_y_shift), (vaddr[7:0] + reg_ctrl_x_shift)};
  assign #(36/3) o_vaddr = vaddr_shifted;
  assign dbr_pixel0 = {6'h00, reg_vdata[1:0]};
  assign dbr_pixel1 = {6'h00, reg_vdata[3:2]};
  assign dbr_pixel2 = {6'h00, reg_vdata[5:4]};
  assign dbr_pixel3 = {6'h00, reg_vdata[7:6]};
  assign dbr_pixel = reg_h_cnt[1] ? (reg_h_cnt[0] ? dbr_pixel0 : dbr_pixel3) : (reg_h_cnt[0] ? dbr_pixel2 : dbr_pixel1);
  assign #(17/3) o_pixel_data =  ctrl_double_res ? dbr_pixel : reg_vdata;
  assign #(8/3) o_palette = reg_ctrl_palette; 
  assign #(17/3) o_vga_latch =  ctrl_double_res ? i_clk : ~reg_h_cnt[0];
  assign #(17/3) o_vga_out_b = (reg_h_cnt < VGA_OUT_START || reg_h_cnt > VGA_OUT_END) || ~ctrl_enable;
  assign #(17/3) o_frame_start_b = reg_v_cnt != FRAME_START_LINE || ~ctrl_enable;
  assign #(17/3) o_frame_progress_b = reg_v_cnt[4:0] != 5'h0 || ~ctrl_enable;
  assign #(17/3) o_frame_end_b = reg_v_cnt != FRAME_END_LINE || ~ctrl_enable;
  initial begin
    reg_ctrl_status  = 2'h0;
    reg_ctrl_x_shift = 8'h00;
    reg_ctrl_y_shift = 8'h00;
    reg_ctrl_palette = 2'h0;
    reg_h_cnt        = 10'h000;
    reg_v_cnt        = 10'd000;
    reg_vdata        = 8'h00;
  end
  assign io_ctrl_data = (i_ctrl_ce_b || i_ctrl_re_b || !i_ctrl_we_b) ? 8'hzz : (
    i_ctrl_addr == CTRL_ADDR_STATUS ? {6'h00, reg_ctrl_status} : 
    i_ctrl_addr == CTRL_ADDR_X_SHIFT ? reg_ctrl_x_shift :
    i_ctrl_addr == CTRL_ADDR_Y_SHIFT ? reg_ctrl_y_shift :
	 i_ctrl_addr == CTRL_ADDR_PALETTE ? {6'h00, reg_ctrl_palette} : 
    8'h00
  );
  always @ (negedge i_ctrl_we_b) begin 
    if (!i_ctrl_ce_b) begin 
      case (i_ctrl_addr)
        CTRL_ADDR_STATUS: reg_ctrl_status <= io_ctrl_data[1:0];
        CTRL_ADDR_X_SHIFT: reg_ctrl_x_shift <= io_ctrl_data;
        CTRL_ADDR_Y_SHIFT: reg_ctrl_y_shift <= io_ctrl_data;
        CTRL_ADDR_PALETTE: reg_ctrl_palette  <= io_ctrl_data[1:0];
      endcase
    end
  end
  always @ (posedge i_clk) begin 
    if (h_cnt_rst) begin 
      #(3) reg_h_cnt <= 10'h0;
      #(13/3) reg_v_cnt <= reg_v_cnt + 10'h1;
    end else if (ctrl_enable) begin 
      #(12/3) reg_h_cnt <= reg_h_cnt + 10'h1;
    end
    if (v_cnt_rst) begin 
      #(3) reg_v_cnt <= 10'h0;
    end 
  end
  wire [7:0] i_vdata_delayed;
  assign #(9/3) i_vdata_delayed = i_vdata; 
  always @ (posedge i_clk) begin 
    if (ctrl_enable && active) begin   
      if (reg_h_cnt[0]) begin
        #(3) reg_vdata <= i_vdata_delayed; 
      end
    end else begin 
      #(3) reg_vdata <= 8'h00;
    end
  end
endmodule
```

==> results_dict.tcl <==
# yosys + openroad results
set metrics [dict create \
    status "finished, violations left" \
    failed_checks "setup timing" \
    clk_pin_slew_ps 90 \
    antenna_found_initial 0 \
    design.portCount 57 \
    vias 2840 \
    ys_cells 309 \
    lay_top_cells "buf_4, inv_1, buf_6" \
    routedLengthMet1_mm 3.85 \
    relSlewSlack_pct 50.4 \
    power.leakage_nw 2.13 \
    critPathKind "reg -> out" \
    ys_chip_area_um2 3020 \
    drive_gt1_share_pct 41.7 \
    critPathCaptureType "output port" \
    async_flop_share_pct 0 \
    fin_tns_setup_ps -22380 \
    syn_avg_cell_area_um2 9.76 \
    worstPathCellList "mux2_4, buf_6, fa_2, a21o_1, a21oi_2, buf_4, nand4b_1, nand4_1, buf_2" \
    synth_area_um2 3020 \
    comb_power_share_pct 46.3 \
    power_frac_clock_pct 22.8 \
    setup_slack_ps -1310 \
    cts_tree "yes" \
    dp_hpwl_mm 5.23 \
    grt_pass1_wl_mm 12.1 \
    drt_wl_total_mm 7.76 \
    finalClockSkew_ps 16.8 \
    coreArea_um2 7250 \
    p_sw_share_pct 34.0 \
    grt.overflow.total 0 \
    edf_count 20 \
    synth_cells 309 \
    final_max_slew_viol_count 0 \
    tightest_slew_ps 741 \
    synth.largest_area_cell "edfxtp_1" \
    chipArea_um2 7890 \
    cp.required_ps 2960 \
    gp_congestion 0.891 \
    critPathSlowestCell "edfxtp_1" \
    final_cells 567 \
    insertedDiodeCount 0 \
    drcViolationCount 0 \
    top_cell_area_share_pct 19.9 \
    lay_top_count "buf_4" \
    numSynthFlops 48 \
    dieWidth_um 88.8 \
    slowest_delay_ps 480 \
    drtIter0Drc 131 \
    drt-pass1-iter-count 4 \
    p_int_mw 1.52 \
    switching_power_uw 785 \
    yosys_warnings 2 \
    area_leaders "edfxtp_1, dfxtp_1, ha_1, xnor2_1, mux2i_1" \
    die_h_um 88.8 \
    met2_length_mm 3.49 \
    synth_cell_types 49 \
    via_per_inst 5.01 \
    post-place-ws_ps -1140 \
    syn_to_final_growth_pct 59.5 \
    warnings 61 \
    grt_usage_pct 20.5 \
    grt_pass1_vias 2670 \
    rsz0062_at_grt "true" \
    holdCritPathClass "reg -> reg" \
    crit_buf_inv 3 \
    pwr-share-seq_pct 31.0 \
    postSynthSeqShare_pct 38.5 \
    top_layer "met4" \
    io_buffers 46 \
    critPathLaunchType "register" \
    cellPowerDensity_nw_per_um2 480 \
    arrival_ps 4270 \
    cap_violations 0 \
    rrSetupSlack_ps 190 \
    setup_viol 40 \
    hold_viol 0 \
    wl_per_cell_um 13.7 \
    fp-row-count 31 \
    ir_worst_vdd_mv 0.431 \
    grt_max_degree 16 \
    path_max_fanout 4 \
    dp.cells 497 \
    ant_nets 0 \
    dr_wl_met3_um 408 \
    flop_cell "dfxtp_1" \
    initial_core_util_pct 41.6 \
    hold_buffers 0 \
    path_delay_family "flip-flops" \
]
[state kept, by name, summed over array words and instances, names as in the netlist]
register	cells
reg_h_cnt	10
reg_v_cnt	10
reg_ctrl_x_shift	8
reg_ctrl_y_shift	8
reg_vdata	8
reg_ctrl_palette	2
reg_ctrl_status	2
[cells by family (layout without fill, tap and decap cells)]
family,count (synthesis),after routing,share of synthesized area [%]
AND-OR/OR-AND,47,47,10.5
AND/OR/NAND/NOR,107,107,19.4
flip-flops,48,48,38.5
multiplexers,21,21,8.00
adder cells (fa/ha/maj),26,26,11.3
buffers and inverters,33,192,4.44
XOR/XNOR,27,27,7.84
[area by class of cell]
cell class | count | area (µm²)
clock buffers | 11 | 143
clock inverters | 21 | 81.3
fillers | 568 | 2440
inverters | 20 | 75.1
multi-input cells | 228 | 2050
flip-flops and latches | 48 | 1160
well taps | 99 | 124
repair buffers | 140 | 1170
[cell usage after synthesis (all sizes together), types with 3 or more instances]
cell type / instances
o211ai: 5
inv: 21
nor4: 5
mux2i: 14
nand4: 6
a22o: 6
nor3: 6
or3: 4
o21ai: 11
nor2b: 11
nand3: 12
nand2: 16
nor2: 32
xnor2: 19
edfxtp: 20
mux2: 5
ha: 24
clkbuf: 5
dfxtp: 28
xor2: 8
a21oi: 11
nand4b: 4
buf: 7
o21a: 3
[per-stage QoR]
stage          power [mW]  cell area (µm²)  utilization [%]  hold WS (ps)
6_report             2.31             4810             66.3           500
5_1_grt              2.47             4810             66.3           534
4_1_cts              1.98             4640             63.9           510
3_5_place_dp         1.67             4040             55.8           490
3_3_place_gp         1.66             4040             55.8           477
2_1_floorplan        1.24             3130                -           460
[worst min-delay path: stages, from the launching register on]
cell and delay, ps:
dfxtp_1 330, mux2i_1 60, nor2_1 70
[per-layer routing]
| metal | track usage, % | vias up |
|---|---|---|
| li1 | - | 1430 |
| met1 | 31.2 | 1330 |
| met4 | 3.67 | 0 |
| met5 | 0 | - |
| met3 | 5.39 | 2 |
| met2 | 30.8 | 78 |
[what timing repair did]
item	in CTS	in global routing
pin swaps	44	43
setup endpoints to repair	50	40
gates resized	135	48
setup buffers	43	19
[power by group through the flow]
| stage | clock, mW | sequential (mW) | combinational (mW) |
|---|---|---|---|
| after CTS | 0.533 | 0.689 | 0.757 |
| after global routing | 0.593 | 0.723 | 1.15 |
| final | 0.526 | 0.714 | 1.07 |
[worst paths after layout]
kind / from / endpoint / cells after the start
max: reg_ctrl_status[1] / o_vaddr[6] / 9
min: reg_vdata[5] / reg_vdata[5] / 2
max reg2reg: reg_ctrl_status[0] / reg_h_cnt[9] / 8
min reg2reg: reg_vdata[5] / reg_vdata[5] / 2
max in group clk1: i_ctrl_addr[1] / reg_ctrl_x_shift[2] / 6
min in group clk1: reg_ctrl_x_shift[7] / reg_ctrl_y_shift[7] / 1
No activity file was given, so power comes from the tool's default toggle rates.
